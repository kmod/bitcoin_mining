==> ./design.v <==
`timescale 1ns / 1ps
`default_nettype none
module sseg #(parameter N=18) (
		input wire clk,
		input wire [15:0] in,
		output reg [7:0] c,
		output reg [3:0] an
	);
	reg [N-1:0] ctr;  
	always @(posedge clk) begin
		ctr <= ctr + 1'b1;
	end
	wire [1:0] digit;  
	assign digit = ctr[N-1:N-2];
	reg [3:0] val;
	always @(*) begin
		an = 4'b1111;
		an[digit] = 0;
		case (digit)
			2'b00: val = in[3:0];
			2'b01: val = in[7:4];
			2'b10: val = in[11:8];
			2'b11: val = in[15:12];
		endcase
		case(val)
			4'b0000: c = 8'b11000000;
			4'b0001: c = 8'b11111001;
			4'b0010: c = 8'b10100100;
			4'b0011: c = 8'b10110000;
			4'b0100: c = 8'b10011001;
			4'b0101: c = 8'b10010010;
			4'b0110: c = 8'b10000010;
			4'b0111: c = 8'b11111000;
			4'b1000: c = 8'b10000000;
			4'b1001: c = 8'b10010000;
			4'b1010: c = 8'b10001000;
			4'b1011: c = 8'b10000011;
			4'b1100: c = 8'b10100111;
			4'b1101: c = 8'b10100001;
			4'b1110: c = 8'b10000110;
			4'b1111: c = 8'b10001110;
			default: c = 8'b10110110;
		endcase
	end
endmodule
module debounce #(parameter B=16) (
		input wire clk,
		input wire in,
		output reg out
	);
	reg prev;
	reg [B:0] ctr;
	reg _o;  
	always @(posedge clk) begin
		ctr <= ctr + 1'b1;
		out <= _o;
		if (ctr[B]) begin
			_o <= in;
		end
		if (in != prev) begin
			prev <= in;
			ctr <= 0;
		end
	end
endmodule
module debounce_unopt #(parameter N=100000) (
		input wire clk,
		input wire in,
		output reg out
	);
	reg prev;
	reg [16:0] ctr;
	reg _o;  
	always @(posedge clk) begin
		if (in != prev) begin
			prev <= in;
			ctr <= 0;
		end else if (ctr == N) begin
			_o <= in;
		end else begin
			ctr <= ctr + 1;
		end
		out <= _o;
	end
endmodule
module uart_transmitter #(parameter CLK_CYCLES=4167, CTR_WIDTH=16)
		(input wire clk, input wire [7:0] data, input wire req, output wire ready, output wire uart_tx);
		reg [CTR_WIDTH-1:0] ctr;
		reg [9:0] line_data = 10'b1111111111;
		reg [4:0] bits_left;
		initial begin
			ctr = 0;
			bits_left = 0;
		end;
		assign uart_tx = line_data[0];
		assign ready = (bits_left == 0);
		always @(posedge clk) begin
			ctr <= ctr + 1'b1;
			if (ctr == (CLK_CYCLES-1)) begin
				ctr <= 0;
				line_data <= {1'b1, line_data[9:1]};
				if (bits_left != 0)
					bits_left <= bits_left - 1'b1;
			end
			if (req && ready) begin
				line_data <= {1'b1, data, 1'b0};
				ctr <= 0;
				bits_left <= 4'd10;
			end
		end
endmodule
module uart_multibyte_transmitter #(parameter CLK_CYCLES=4167, CTR_WIDTH=16, MSG_LOG_WIDTH=3)
		(input wire clk, input wire [8*(2**MSG_LOG_WIDTH)-1:0] data, input wire req, output wire uart_tx);
		reg [8*(2**MSG_LOG_WIDTH)-1:0] cur_data;
		reg [MSG_LOG_WIDTH-1:0] byte_idx;
		reg busy = 1'b0;
		wire [7:0] cur_byte;
		genvar idx;
		generate
			for (idx=0; idx<8; idx=idx+1) begin: byte_sel
				assign cur_byte[idx] = cur_data[8*byte_idx+idx];
			end
		endgenerate
		wire tx_ready;
		uart_transmitter #(.CLK_CYCLES(CLK_CYCLES), .CTR_WIDTH(CTR_WIDTH)) uart_txr(.clk(clk), .data(cur_byte), .req(busy), .ready(tx_ready), .uart_tx(uart_tx));
		wire [MSG_LOG_WIDTH-1:0] next_byte_idx;
		assign next_byte_idx = byte_idx + 1'b1;
		always @(posedge clk) begin
			if (!busy && req) begin
				busy <= 1;
				cur_data <= data;
				byte_idx <= 0;
			end
			else if (busy && tx_ready) begin
				byte_idx <= next_byte_idx;
				if (next_byte_idx == 0) begin
					busy <= 0;
				end
			end
		end
endmodule
module uart_receiver #(parameter CLK_CYCLES=4178, CTR_WIDTH=16)
	(input wire clk, output reg [7:0] data, output reg received, input wire uart_rx);
		reg [CTR_WIDTH-1:0] ctr = CLK_CYCLES;
		reg [4:0] bits_left = 0;
		reg receiving = 0;
		always @(posedge clk) begin
			ctr <= ctr - 1'b1;
			received <= 0;
			if (ctr == 0) begin
				ctr <= (CLK_CYCLES-1);
				data <= {uart_rx, data[7:1]};
				bits_left <= bits_left - 1'b1;
				if (receiving && (bits_left == 1)) begin
					received <= 1;
				end
				if (bits_left == 0) begin
					receiving <= 0;
				end
			end
			if (uart_rx == 0 && !receiving) begin
				ctr <= (CLK_CYCLES-1 + CLK_CYCLES / 2);  
				bits_left <= 4'd8;
				receiving <= 1;
			end
		end
endmodule
module uart_multibyte_receiver #(parameter CLK_CYCLES=4178, CTR_WIDTH=16, MSG_LOG_WIDTH=3)
	(input wire clk, output reg [8*(2**MSG_LOG_WIDTH)-1:0] data, output reg valid, input wire ack, input wire uart_rx, output wire [7:0] led);
		reg [MSG_LOG_WIDTH-1:0] byte_idx;
		wire [MSG_LOG_WIDTH-1:0] next_byte_idx;
		assign next_byte_idx = byte_idx + 1'b1;
		reg [8*(2**MSG_LOG_WIDTH)-1:0] buffer;
		wire [8*(2**MSG_LOG_WIDTH)-1:0] next_buffer;
		assign next_buffer = {recvd_byte, buffer[8*(2**MSG_LOG_WIDTH)-1:8]};
		wire [7:0] recvd_byte;
		wire recvd_valid;
		uart_receiver #(.CLK_CYCLES(CLK_CYCLES)) uart_rvr(.clk(clk), .data(recvd_byte), .received(recvd_valid), .uart_rx(uart_rx));
		always @(posedge clk) begin
			if (ack) valid <= 1'b0;
			if (recvd_valid) begin
				buffer <= next_buffer;
				byte_idx <= next_byte_idx;
				if (next_byte_idx == 0) begin
					data <= next_buffer;
					valid <= 1'b1;
				end
			end
		end
endmodule
==> ./run.sh <==
#!/bin/bash
# OpenROAD 26Q1-2900-gdf79404cd8, Yosys 0.63+post, stock flow scripts
make -C /OpenROAD-flow-scripts/flow DESIGN_CONFIG=/design/flow/config.mk WORK_HOME=/design/flow/orfs finish
==> ./config.mk <==
export PLATFORM = sky130hd
export DESIGN_NAME = uart_multibyte_transmitter
export DESIGN_NICKNAME = uart_multibyte_transmitter
export VERILOG_FILES = /design/flow/design.v
export SDC_FILE = /design/flow/constraint.sdc
export NUM_CORES = 4
export LEC_CHECK = 1
export CORE_UTILIZATION = 30
==> ./constraint.sdc <==
current_design uart_multibyte_transmitter

set clk_period 5.7
set clk_io_pct 0.2

create_clock -name clk0 -period $clk_period [get_ports {clk}]

set non_clock_inputs [all_inputs -no_clocks]
set_input_delay [expr $clk_period * $clk_io_pct] -clock clk0 $non_clock_inputs
set_output_delay [expr $clk_period * $clk_io_pct] -clock clk0 [all_outputs]
==> metrics.csv <==
metric,value,unit
io_pins,67,
coreArea,0.0127,mm2
r2r_setup_slack,3130,ps
grt_use_met3,2.91,%
whs_endpoint,uart_txr.ctr[0]$_SDFF_PP0_,
ctsHtreeMaxLevel,3,
finalSetupViolations,0,
antenna_found_initial,0,
vias,2266,
drc_errors,0,
fin_crit,2570,ps
wirelength,6.60,mm
grtUsageTotal,11.0,%
holdBufCountCts,0,
warnings,27,
antenna_left,0,
setup_tns,0,ps
syn_inst,253,
cts_max_path_buffers,2,
synth_top_cell_by_count,edfxtp_1,
hold_class,reg2reg,
hpwl,4.49,mm
drv_slew,0,
grt_max_degree,67,
worstPathArrival,2530,ps
place_congestion,0.733,
synth.top_cells.by_count,"edfxtp_1 (72), dfxtp_1 (26), nor2_1 (21)",
synth.avg_cell_area,15.4,um2
syn2layout_area_growth,30.3,%
fin_crit_sh,45.1,%
rsz0062_at_grt,no,
dieArea,0.0135,mm2
fmax,389,MHz
r2r-end,uart_txr.line_data[2]$_DFFE_PP_,
skew,7.06,ps
hold_viol_final,0,
ff2ff_path_depth,5,
seqCellArea,0.00268,mm2
holdWs,481,ps
worst-endpoint-required,5660,ps
clk_latency,340,ps
syn-cell-area,0.00390,mm2
powerDensity,288,mW/mm2
path_clk_slew,70,ps
grt_pass1_wl,10.9,mm
rows,41,
final-comb-area,0.00115,mm2
p_leak,0.00172,uW
cts_resized,0,
top_cell_area_share,55.4,%
post_drt_wl_per_cell,13.2,um
edf_count,72,
synth_seq_share,68.7,%
slew_headroom,41.7,%
dr.first_iter.drc_count,98,
fillers,1166,
die_y,116,um
worstHoldStart,uart_txr.ctr[0]$_SDFF_PP0_,
ys_ff,98,
drt-vias-per-instance,4.52,
topCellsByArea,"edfxtp_1 (55%), dfxtp_1 (13%), mux4_2 (9.2%)",
yosys_area,0.00390,mm2
grtUsageMet2,17.2,%
cap_violations,0,
end_kind,flip-flop,
crit_type,reg2reg,
ys_cells,253,
flop_cell,edfxtp_1,
clockRootBuffer,clkbuf_16,
cp_max_fo,24,
yosys_warnings,2,
grt.overflow.total,0,
cp-start-kind,flip-flop,
yosysTopAreaCell,edfxtp_1,
io_buffers,66,
tritoncts,yes,
clock-sinks,98,
firstDrtPassIters,4,
worst_pin_slew,873,ps
fp_util,30.8,%
ys_types,36,
min_path_cells,1,
die_w,116,um
grtUsageMet1,16.9,%
status,"finished, final reports clean",
post_cts_buffers,0,
irDropWorstVdd,0.161,mV
busiest_layer,met2,
drive_above_1_share,11.9,%
grt_pass1_vias,2320,
cts_made_buffers,9,
r2r_start,uart_txr.bits_left[0]$_SDFFE_PN0P_,
synthArstFlopShare,0,%
antenna_cells,0,
## worst max-delay path: stages (launching register included)
cell and delay, ps:
dfxtp_1 310, inv_1 90, ha_1 200, nor3b_1 310, nand2_1 460, nand2_1 830
## final cells by class
| type | instances | area share (%) |
|---|---|---|
| clock buffer | 13 | 5.56 |
| clock inverter | 3 | 0.861 |
| inverter | 7 | 0.516 |
| multi-input combinational | 139 | 22.7 |
| sequential | 98 | 52.7 |
| tap | 172 | 4.23 |
| timing repair buffer | 69 | 13.4 |
## worst max-delay path by stage
stage	startpoint	end	slack (ps)	cells after the start
CTS	uart_txr.bits_left[0]$_SDFFE_PN0P_	uart_txr.line_data[2]$_DFFE_PP_	3120	5
global route	uart_txr.bits_left[0]$_SDFFE_PN0P_	uart_txr.line_data[2]$_DFFE_PP_	2850	5
finish	uart_txr.bits_left[0]$_SDFFE_PN0P_	uart_txr.line_data[2]$_DFFE_PP_	3130	5
## stage by stage
step | setup slack, ps | instance area [um2] | std cells | total power [uW] | util [%]
final | 3130 | 5090 | 501 | 1460 | 40.2
after global routing | 2850 | 5090 | 501 | 1510 | 40.2
after CTS | 3120 | 5090 | 501 | 1480 | 40.2
after detailed placement | 2850 | 4760 | 485 | 840 | 37.6
after global placement | 2840 | 4760 | 485 | 840 | 37.6
after floorplan | 2780 | 3910 | 253 | 791 | -
## cells in the final DEF (no fill, tap or decap), types with 3 or more instances in the layout
master / Yosys / routed
a21oi_1: 4 / 4
buf_4: 1 / 3
clkbuf_16: 0 / 11
clkdlybuf4s50_1: 0 / 66
dfxtp_1: 26 / 26
edfxtp_1: 72 / 72
ha_1: 5 / 5
inv_1: 7 / 6
mux2i_1: 8 / 8
mux4_2: 16 / 16
nand2_1: 9 / 9
nand3_1: 16 / 16
nand4_1: 3 / 3
nor2_1: 21 / 21
nor3_1: 7 / 7
nor4_1: 3 / 3
o21ai_0: 11 / 11
xnor2_1: 12 / 12
xor2_1: 3 / 3
## layer usage
metal  wire length [um]  vias up
li1                   -     1111
met1               2990     1073
met2               3090       69
met3                409       13
met4                114        0
met5                  0        -
## flip-flops by register name, summed over array words and instances (netlist names)
name                cells
uart_txr.ctr           16
byte_idx                3
uart_txr.bits_left      5
uart_txr.line_data      9
busy                    1
cur_data               64
## kinds of logic after synthesis
logic type               Yosys count  synth area share (%)
XOR/XNOR                          15                  3.36
flip-flops                        98                  68.7
multiplexers                      24                  11.3
AND/OR/NAND/NOR                   74                  10.2
adder cells (fa/ha/maj)            5                  1.60
AND-OR/OR-AND                     21                  3.11
buffers and inverters             16                  1.76
## power breakdown
part | total, uW | switching (uW) | internal [uW]
logic | 56.7 | 11.4 | 45.4
registers | 766 | 2.81 | 763
clock network | 641 | 248 | 394
Power is estimated from default activity; no workload was simulated.
