<file path="flow/run.sh">
#!/bin/bash
# OpenROAD 26Q1-2900-gdf79404cd8, Yosys 0.63+post, stock flow scripts
make -C /OpenROAD-flow-scripts/flow DESIGN_CONFIG=/design/flow/config.mk WORK_HOME=/design/flow/orfs finish
</file>
<file path="flow/config.mk">
export PLATFORM = sky130hd
export DESIGN_NAME = dsha_finisher
export DESIGN_NICKNAME = dsha_finisher
export VERILOG_FILES = /design/flow/design.v
export SDC_FILE = /design/flow/constraint.sdc
export NUM_CORES = 4
export LEC_CHECK = 1
export CORE_UTILIZATION = 40
</file>
<file path="flow/constraint.sdc">
current_design dsha_finisher

set clk_period 56.9
set clk_io_pct 0.2

create_clock -name clk0 -period $clk_period [get_ports {clk}]

set non_clock_inputs [all_inputs -no_clocks]
set_input_delay [expr $clk_period * $clk_io_pct] -clock clk0 $non_clock_inputs
set_output_delay [expr $clk_period * $clk_io_pct] -clock clk0 [all_outputs]
</file>
<file path="flow/design.v">
`timescale 1ns / 1ps
module karray(
		input wire [5:0] idx, output reg [31:0] k
	);
	always @(*) begin
		case (idx)
			6'b000000: k = 32'h428a2f98;
			6'b000001: k = 32'h71374491;
			6'b000010: k = 32'hb5c0fbcf;
			6'b000011: k = 32'he9b5dba5;
			6'b000100: k = 32'h3956c25b;
			6'b000101: k = 32'h59f111f1;
			6'b000110: k = 32'h923f82a4;
			6'b000111: k = 32'hab1c5ed5;
			6'b001000: k = 32'hd807aa98;
			6'b001001: k = 32'h12835b01;
			6'b001010: k = 32'h243185be;
			6'b001011: k = 32'h550c7dc3;
			6'b001100: k = 32'h72be5d74;
			6'b001101: k = 32'h80deb1fe;
			6'b001110: k = 32'h9bdc06a7;
			6'b001111: k = 32'hc19bf174;
			6'b010000: k = 32'he49b69c1;
			6'b010001: k = 32'hefbe4786;
			6'b010010: k = 32'h0fc19dc6;
			6'b010011: k = 32'h240ca1cc;
			6'b010100: k = 32'h2de92c6f;
			6'b010101: k = 32'h4a7484aa;
			6'b010110: k = 32'h5cb0a9dc;
			6'b010111: k = 32'h76f988da;
			6'b011000: k = 32'h983e5152;
			6'b011001: k = 32'ha831c66d;
			6'b011010: k = 32'hb00327c8;
			6'b011011: k = 32'hbf597fc7;
			6'b011100: k = 32'hc6e00bf3;
			6'b011101: k = 32'hd5a79147;
			6'b011110: k = 32'h06ca6351;
			6'b011111: k = 32'h14292967;
			6'b100000: k = 32'h27b70a85;
			6'b100001: k = 32'h2e1b2138;
			6'b100010: k = 32'h4d2c6dfc;
			6'b100011: k = 32'h53380d13;
			6'b100100: k = 32'h650a7354;
			6'b100101: k = 32'h766a0abb;
			6'b100110: k = 32'h81c2c92e;
			6'b100111: k = 32'h92722c85;
			6'b101000: k = 32'ha2bfe8a1;
			6'b101001: k = 32'ha81a664b;
			6'b101010: k = 32'hc24b8b70;
			6'b101011: k = 32'hc76c51a3;
			6'b101100: k = 32'hd192e819;
			6'b101101: k = 32'hd6990624;
			6'b101110: k = 32'hf40e3585;
			6'b101111: k = 32'h106aa070;
			6'b110000: k = 32'h19a4c116;
			6'b110001: k = 32'h1e376c08;
			6'b110010: k = 32'h2748774c;
			6'b110011: k = 32'h34b0bcb5;
			6'b110100: k = 32'h391c0cb3;
			6'b110101: k = 32'h4ed8aa4a;
			6'b110110: k = 32'h5b9cca4f;
			6'b110111: k = 32'h682e6ff3;
			6'b111000: k = 32'h748f82ee;
			6'b111001: k = 32'h78a5636f;
			6'b111010: k = 32'h84c87814;
			6'b111011: k = 32'h8cc70208;
			6'b111100: k = 32'h90befffa;
			6'b111101: k = 32'ha4506ceb;
			6'b111110: k = 32'hbef9a3f7;
			6'b111111: k = 32'hc67178f2;
		endcase
	end
endmodule
module dsha_finisher #(parameter START_ROUND=0) (input wire clk, input wire [255:0] X, input wire [95:0] Y, input wire [31:0] in_nonce, output reg [255:0] hash, output reg [31:0] out_nonce, output wire accepted);
	wire [511:0] data1;
	assign data1[95:0] = Y;
	assign data1[127:96] = in_nonce;
	assign data1[135:128] = 8'h80;
	assign data1[495:136] = 0;
	assign data1[511:496] = 16'h8002;
	sha256_chunk #(.START_ROUND(START_ROUND)) chunk1(.clk(clk), .data(data1), .V_in(X), .hash(hash1), .valid(valid1));
	wire valid1;
	wire [255:0] hash1;
	wire [511:0] data2;
	assign data2[255:0] = hash1;
	assign data2[263:256] = 8'h80;
	assign data2[495:264] = 0;
	assign data2[511:496] = 16'h0001;
	sha256_chunk #(.START_ROUND(START_ROUND)) chunk2(.clk(clk), .data(data2), .V_in(256'h5be0cd191f83d9ab9b05688c510e527fa54ff53a3c6ef372bb67ae856a09e667), .hash(hash2), .valid(valid2));
	wire [255:0] hash2;
	wire valid2;
	assign accepted = valid2;
	reg [31:0] nonce1, nonce2;
	always @(posedge clk) begin
		if (valid2) begin
			hash <= hash2;
			nonce1 <= in_nonce;
			nonce2 <= nonce1;
			out_nonce <= nonce2;
		end
	end
endmodule
module sha256_chunk #(parameter START_ROUND=0) (
		input wire clk, input wire [511:0] data, input wire [255:0] V_in, output wire [255:0] hash, output wire accepted, output wire valid
	);
	function [31:0] rotate (input [31:0] data, input [4:0] shift);
		reg [63:0] tmp;
		begin
		  tmp = {data, data} >> shift;
		  rotate = tmp[31:0];
		end
	endfunction
	function [31:0] flipbytes (input [31:0] data);
		flipbytes = {data[7:0], data[15:8], data[23:16], data[31:24]};
	endfunction
	reg [5:0] roundnum = START_ROUND;
	reg [255:0] V;
	reg [31:0] R[7:0];  
	reg [31:0] w[15:0];
	reg [31:0] nw, nR[7:0], s0, s1, S1, ch, temp1, S0, maj, temp2;
	wire [31:0] k;
	karray karray(.idx(roundnum), .k(k));
	assign hash[31:0] = flipbytes(V[31:0] + nR[0]);
	assign hash[63:32] = flipbytes(V[63:32] + nR[1]);
	assign hash[95:64] = flipbytes(V[95:64] + nR[2]);
	assign hash[127:96] = flipbytes(V[127:96] + nR[3]);
	assign hash[159:128] = flipbytes(V[159:128] + nR[4]);
	assign hash[191:160] = flipbytes(V[191:160] + nR[5]);
	assign hash[223:192] = flipbytes(V[223:192] + nR[6]);
	assign hash[255:224] = flipbytes(V[255:224] + nR[7]);
	assign accepted = (roundnum == 6'b111111);
	assign valid = (roundnum == 6'b111111);
	always @(*) begin
		s0 = rotate(w[1], 7) ^ rotate(w[1], 18) ^ (w[1] >> 3);
		s1 = rotate(w[14], 17) ^ rotate(w[14], 19) ^ (w[14] >> 10);
		nw = w[0] + s0 + w[9] + s1;
		S1 = rotate(R[4], 6) ^ rotate(R[4], 11) ^ rotate(R[4], 25);
		ch = (R[4] & R[5]) ^ ((~R[4]) & R[6]);
		temp1 = R[7] + S1 + ch + k + w[0];
		S0 = rotate(R[0], 2) ^ rotate(R[0], 13) ^ rotate(R[0], 22);
		maj = (R[0] & R[1]) ^ (R[0] & R[2]) ^ (R[1] & R[2]);
		temp2 = S0 + maj;
		nR[7] = R[6];
		nR[6] = R[5];
		nR[5] = R[4];
		nR[4] = R[3] + temp1;
		nR[3] = R[2];
		nR[2] = R[1];
		nR[1] = R[0];
		nR[0] = temp1 + temp2;
	end
	always @(posedge clk) begin
		if (roundnum == 6'b111111) begin
			V <= V_in;
			R[0] <= V_in[31:0];
			R[1] <= V_in[63:32];
			R[2] <= V_in[95:64];
			R[3] <= V_in[127:96];
			R[4] <= V_in[159:128];
			R[5] <= V_in[191:160];
			R[6] <= V_in[223:192];
			R[7] <= V_in[255:224];
			w[0] <= flipbytes(data[31:0]);
			w[1] <= flipbytes(data[63:32]);
			w[2] <= flipbytes(data[95:64]);
			w[3] <= flipbytes(data[127:96]);
			w[4] <= flipbytes(data[159:128]);
			w[5] <= flipbytes(data[191:160]);
			w[6] <= flipbytes(data[223:192]);
			w[7] <= flipbytes(data[255:224]);
			w[8] <= flipbytes(data[287:256]);
			w[9] <= flipbytes(data[319:288]);
			w[10] <= flipbytes(data[351:320]);
			w[11] <= flipbytes(data[383:352]);
			w[12] <= flipbytes(data[415:384]);
			w[13] <= flipbytes(data[447:416]);
			w[14] <= flipbytes(data[479:448]);
			w[15] <= flipbytes(data[511:480]);
		end else begin
			R[0] <= nR[0];
			R[1] <= nR[1];
			R[2] <= nR[2];
			R[3] <= nR[3];
			R[4] <= nR[4];
			R[5] <= nR[5];
			R[6] <= nR[6];
			R[7] <= nR[7];
			w[0] <= w[1];
			w[1] <= w[2];
			w[2] <= w[3];
			w[3] <= w[4];
			w[4] <= w[5];
			w[5] <= w[6];
			w[6] <= w[7];
			w[7] <= w[8];
			w[8] <= w[9];
			w[9] <= w[10];
			w[10] <= w[11];
			w[11] <= w[12];
			w[12] <= w[13];
			w[13] <= w[14];
			w[14] <= w[15];
			w[15] <= nw;
		end
		roundnum <= roundnum + 1'b1;
	end
endmodule
</file>
==> out/qor.log <==
[outcome] outcome complete, no violations
[timing] final critical path time including I/O delays and setup 15.36 ns
[timing] pin slew with the least headroom to its limit 1.128 ns
[floorplan] Die Footprint 278200 µm²
[clocking] root cell of the clock tree clkbuf_16
[grt] overall overflow remaining after global route 0
[grt] pin count of the biggest net entering global routing 190
[timing] Max-slew headroom 22.84%
[cells_and_area] Top cells excl fill/tap 1788 x nand2_1, 1541 x dfxtp_1, 735 x xnor2_1, 733 x inv_1, 673 x clkdlybuf4s50_1
[grt] antenna violations before repair 74
[timing] number of setup violations in the final report 0
[worst_setup_path] Slowest-stage cell, CP clkdlybuf4s50_1
[route] overall via count from detail_route 82.31k
[route] violation count after the first detailed-routing iteration 5627
[clocking] count of hold-fix buffers inserted at cts 0
[worst_setup_path] critical path startpoint category flop
[synth] number of storage elements in the synthesis netlist 2156
[route] vias per std cell 5.172
[synth] fraction of the yosys area taken by sequential cells 44.60%
[grt] global router's overall resource usage 29.84%
[floorplan] core utilization before placement 40.28%
[worst_hold_path] worst min-delay path category reg2reg
[clocking] number of buffers created by CTS 233
[synth] Post-Synthesis Cell Area 110400 µm²
[floorplan] I/O pins 674
[place] HPWL after detailed placement 317900 µm
[worst_setup_path] cells along the critical path ha_1 > nand3_1 > or2_4 > inv_8 > clkdlybuf4s50_1
[synth] count of warnings emitted by yosys 6
[worst_setup_path] data arrival time of the critical path 3.98 ns
[place] Port Buf Inserts 673
[synth] Top cells by area dfxtp_1 28%, edfxtp_1 17%, fa_1 6.9%
[synth] YS chip area 110400 µm²
[timing] Max Transition Viols Final 0
[clocking] CTS clock-pin slew for the worst setup and hold paths 0.06 ns
[cells_and_area] non-filler cells, final 15.91k
[synth] total cells reported by yosys after synthesis 11.38k
[floorplan] area inside the core boundary 274100 µm²
[cells_and_area] fraction of final layout cells with drive strength greater than 1 6.964%
[grt] number of global-route vias before repair 80.39k
[place] placed cells 15.45k
[clocking] Setup Buffers After CTS 0
[route] total length of routed wires 398400 µm
[synth] Most common reg cell dfxtp_1
[grt] global-route wire length before repair 565300 µm
[synth] post-synthesis async set-or-reset flop share 0%
[route] post-detailed-route DRC marker count 0
[worst_setup_path] Max stage delay on crit path 0.76 ns
[clocking] clock tree from TritonCTS built
[timing] final period utilization 26.99%
[floorplan] Die H 527.4 µm
[cells_and_area] most instantiated logic cell after routing nand2_1
[clocking] sink count of the clock tree 2156
[floorplan] horizontal die size 527.4 µm
[synth] post-synth tally of flip-flops with integrated enable 608
[synth] post-synth top area cell dfxtp_1
[cells_and_area] final cell area excluding filler cells 129700 µm²
[synth] Synth Area per Inst 9.700 µm²
[clocking] # H-tree levels 4
[floorplan] placement row count 192
[route] count of nets left with antenna violations after detail routing 0
[clocking] Resized Gates After CTS 0
[worst_setup_path] critical path required time 45.52 ns
[timing] fmax 65.11 MHz
[synth] share of the synthesized area in the top cell type 28.07%
[worst_setup_path] type of destination of the critical path output pin
[place] RD Place Congestion 1.028
[cells_and_area] area grow syn2layout 17.48%
[job] OpenROAD warning count 80
[timing] setup repair after global routing missed its margin no
[worst_setup_path] type of the worst setup path reg2out
[place] cell area after placement 121500 µm²
[timing] final total negative setup slack 0 ns
[clocking] buffers from clock root to sink, at most 4
[synth] synthesized instance count 11.38k
[clocking] insertion delay to the later sink of the worst-skew pair 0.97 ns
[timing] Fin. Hold Viols 0
[job] max-capacitance violation count 0
[route] wire length per cell after detailed routing 25.04 µm
[timing] post-route clock skew 0.1229 ns
[synth] Distinct lib cells used 100
[route] Pre-antenna DRT Iters 5
[worst_setup_path] maximum fanout count along the critical path 60
## registers in the layout, indices dropped and copies added (netlist names), 32 cells and up
register	cells
chunk1.R	256
chunk1.V	256
chunk1.w	512
chunk2.R	256
chunk2.w	512
hash	256
nonce1	32
nonce2	32
out_nonce	32
## metal layers
| layer | track usage (%) | part of all wire [%] |
|---|---|---|
| met3 | 8.259 | 8.0 |
| met4 | 14.46 | 6.2 |
| met2 | 46.76 | 47 |
| met5 | 0 | 0.032 |
| met1 | 39.08 | 39 |
## path summary, 6_finish.rpt
kind	startpoint	to	slack [ns]	cells past startpoint
worst max-delay path	chunk2.roundnum[0]	accepted	41.54	5
worst min-delay path	chunk2.w[6][2]	chunk2.w[5][2]	0.35	2
worst min register to register	chunk2.w[6][2]	chunk2.w[5][2]	0.35	2
worst max register to register	chunk1.roundnum[0]	chunk2.w[0][31]	44.44	46
## cells in the mapped netlist, types with 49 or more instances
cell type,instances
a211oi_1,68
a21o_1,217
a21oi_1,482
a31oi_1,77
and2_1,369
clkbuf_1,455
dfxtp_1,1548
edfxtp_1,608
fa_1,383
ha_1,556
inv_1,733
mux2_2,65
nand2_1,1788
nand2b_1,106
nand3_1,133
nor2_1,529
nor2b_1,359
nor3_1,137
o211ai_1,51
o21a_1,70
o21ai_0,587
o21ai_1,49
o21bai_1,68
o31ai_1,57
or2_2,121
xnor2_1,735
xor2_1,424
## worst max-delay path, delay by kind of cell, from the launching register on
| family | cells | cell delay [ns] |
|---|---|---|
| buffers and inverters | 2 | 1.20 |
| flip-flops | 1 | 0.70 |
| AND/OR/NAND/NOR | 2 | 0.59 |
| adder cells (fa/ha/maj) | 1 | 0.54 |
## area by class of cell
cell class / instances / area, µm²
tap: 3686 / 4612
sequential: 2156 / 49260
clock inverter: 125 / 1363
inverter: 741 / 2796
clock buffer: 314 / 6797
timing repair buffer: 874 / 8270
antenna: 21 / 52.55
multi-input combinational: 7996 / 56570
fill: 24650 / 144400
## metrics by stage
stage               setup WS [ns]  utilization (%)  hold slack, ns
floorplan                   34.03                -          0.3863
global placement            42.48            44.33          0.4019
detailed placement          42.44            44.33          0.4001
CTS                         41.48            47.31          0.3396
global route                41.30            47.32          0.3470
finish                      41.54            47.32          0.3480
## logic make-up after synthesis
logic type                 share of synthesized area (%)
and+or+nand+nor                                    15.79
DFF                                                44.60
AOI/OAI and AO/OA                                  11.40
buffers and inverters                              4.186
xor gates and xnor gates                           9.234
adders and majority gates                          13.54
muxes                                              1.239
